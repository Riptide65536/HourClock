[/design/flow/run.sh]
#!/bin/bash
# OpenROAD 26Q1-2900-gdf79404cd8, Yosys 0.63+post, stock flow scripts
make -C /OpenROAD-flow-scripts/flow DESIGN_CONFIG=/design/flow/config.mk WORK_HOME=/design/flow/orfs finish
[/design/flow/config.mk]
export PLATFORM = sky130hd
export DESIGN_NAME = HourClock
export DESIGN_NICKNAME = HourClock
export VERILOG_FILES = /design/flow/design.v
export SDC_FILE = /design/flow/constraint.sdc
export NUM_CORES = 4
export LEC_CHECK = 1
export CORE_UTILIZATION = 30
[/design/flow/constraint.sdc]
current_design HourClock

set clk_period 2.5
set clk_io_pct 0.2

create_clock -name clk0 -period $clk_period [get_ports {clk}]

set non_clock_inputs [all_inputs -no_clocks]
set_input_delay [expr $clk_period * $clk_io_pct] -clock clk0 $non_clock_inputs
set_output_delay [expr $clk_period * $clk_io_pct] -clock clk0 [all_outputs]
[/design/flow/design.v]
module SevenSegDecoder(q_num, q_out);  
    input[3:0] q_num;  
    output[7:0] q_out;  
    reg[7:0] q_out;  
    always @(q_num) 
        begin  
        case(q_num)       
            4'b0000: q_out=8'b11000000;
            4'b0001: q_out=8'b11111001;
            4'b0010: q_out=8'b10100100;
            4'b0011: q_out=8'b10110000;
            4'b0100: q_out=8'b10011001;
            4'b0101: q_out=8'b10010010;
            4'b0110: q_out=8'b10000010;
            4'b0111: q_out=8'b11111000;
            4'b1000: q_out=8'b10000000;
            4'b1001: q_out=8'b10010000;
            default: q_out=8'b11111111;
        endcase  
        end  
endmodule
module dtsm(MCLK9, d_num1, d_num2, d_num3, d_num4, d1_wx, d1_out);
    input MCLK9;
    input[3:0] d_num1;
    input[3:0] d_num2;
    input[3:0] d_num3;
    input[3:0] d_num4;
    output[3:0] d1_wx;
    output[7:0] d1_out;
    reg[3:0] d1_wx = 4'b1110;
    wire[7:0] d1_out;
    reg[3:0] d_tmp_num;
    always @(posedge MCLK9) begin        
        case(d1_wx)
            4'b1110:begin
                            d_tmp_num = d_num2;
                            d1_wx = 4'b1101;
                        end
            4'b1101:begin
                            d_tmp_num = d_num3;
                            d1_wx = 4'b1011;
                        end
            4'b1011:begin
                            d_tmp_num = d_num4;
                            d1_wx = 4'b0111;
                        end
            4'b0111:begin
                            d_tmp_num = d_num1;
                            d1_wx = 4'b1110;
                        end
            default: d1_wx = 4'b1110;
            endcase        
    end    
    SevenSegDecoder SSDec(d_tmp_num, d1_out);
endmodule
module div(
input clk,
output clk_div
);
    parameter div_num = 16;
    reg [31:0] clk_cnt;
    always @(posedge clk) begin
        clk_cnt <= clk_cnt + 1'b1;
    end
    assign clk_div = clk_cnt[div_num];
endmodule
module div2(
input clk,
output clk_div
);
    parameter div_num = 24;
    reg [31:0] clk_cnt;
    always @(posedge clk) begin
        clk_cnt <= clk_cnt + 1'b1;
    end
    assign clk_div = clk_cnt[div_num];
endmodule
module HourClock(
input clk,                               
input en, sel, pause, in,                
input btn1, btn2, btn3, btn4, rstn,      
output [7:0]seg,                         
output [3:0]dis,                         
output led                               
);
    wire slow_clk1, sec_clk;
    div div_1(clk, slow_clk1);
    div2 div_2(clk, sec_clk);
    reg[3:0]num1;
    reg[3:0]num2;
    reg[3:0]num3;
    reg[3:0]num4;
    initial begin
        {num4, num3, num2, num1} = {4'd0,4'd0,4'd0,4'd0} ;
    end
always @(posedge clk or negedge rstn) begin
    if (!rstn) begin
        num1 <= 4'd0; num2 <= 4'd0; num3 <= 4'd0; num4 <= 4'd0;
    end else if (en) begin
        if (!pause) begin
            if (!sel) begin
                num1 <= num1 + 4'd1;
                if (num1 >= 4'd9) begin
                    num1 <= 4'd0; num2 <= num2 + 4'd1;
                    if (num2 >= 4'd5) begin
                        num2 <= 4'd0; num3 <= num3 + 4'd1;
                        if (num3 >= 4'd9) begin
                            num3 <= 4'd0; num4 <= num4 + 4'd1;
                            if (num4 >= 4'd5) begin
                                num4 <= 4'd0;
                            end
                        end
                    end
                end
            end else begin
                num1 <= num1 - 4'd1;
                if (num1 <= 4'd0) begin
                    num1 <= 4'd9; num2 <= num2 - 4'd1;
                    if (num2 <= 4'd0) begin
                        num2 <= 4'd5; num3 <= num3 - 4'd1;
                        if (num3 <= 4'd0) begin
                            num3 <= 4'd9; num4 <= num4 - 4'd1;
                            if (num4 <= 4'd0) begin
                                num4 <= 4'd5;
                            end
                        end
                    end
                end
            end
        end else begin
            if(in) begin
                if(!btn1) begin
                    if(num1 >= 4'd9) 
                        num1 <= 4'd0;
                    else
                        num1 <= num1 + 4'd1;
                end
                if(!btn2) begin
                     if(num2 >= 4'd5) 
                        num2 <= 4'd0;
                    else
                        num2 <= num2 + 4'd1;
                end
                if(!btn3) begin
                    if(num3 >= 4'd9) 
                        num3 <= 4'd0;
                    else
                        num3 <= num3 + 4'd1;
                end
                if(!btn4) begin
                    if(num4 >= 4'd5) 
                        num4 <= 4'd0;
                    else
                        num4 <= num4 + 4'd1;
                end        
            end
        end
    end
end
    wire [7:0]seg0;
    wire [3:0]dis0; 
    dtsm dtsm1(.MCLK9(slow_clk1), .d_num1(num1), .d_num2(num2), .d_num3(num3), .d_num4(num4), .d1_wx(dis0), .d1_out(seg0));
    assign seg = en ? seg0 : 8'b1111_1111;
    assign dis = en ? dis0 : 4'b1111;
    assign led = en;
endmodule
==> results.txt <==
Latest figures from synthesis and place and route.

The flow ran to the end, and the final reports show no timing, DRC or antenna violations. Adding up every negative setup slack in the final design gives 0 ns. The via count of the first global-routing pass is 2,199. The number of placed instances with taps included is just under 500.

Counting flops and latches in the post-synthesis netlist gives approximately 48. The largest net degree at the start of global routing is 22. The tally of buffers added on design ports is 21. The transition at the pin with the smallest max-transition slack is 0.622 ns. The average vias per placed instance is between 4 and 5. Of the available clock period, the critical path in the final layout requires 0.923. The count of endpoints without a timing constraint is 19. The number of max-slew violations in the final report is 0. The type of origin of the critical path is a flop. The warning total across the stage logs is 41.

The post-CTS clock slew at the launch and capture registers of the worst setup and hold paths is approximately 0.080 ns. The number of remaining DRC errors is 0. The worst path needs between 2 and 2.5 ns of the cycle, external delays included.

The required time reported for the critical path endpoint is ~2.7 ns. The number of CTS-inserted buffers is 5. The detailed-route wire length is 6.01 mm. In this run the maximum-capacitance check reported violations numbering 0.

The iteration-0 DRC count of the detailed router is 156. Per the post-route antenna check, the number of violating nets is 0. Setup repair after global routing left no endpoint under its margin. The routed design shows a wire length per standard cell of between 10 and 15 um. The synthesized instance count is 341. The congestion estimate from routability-driven global placement came to 0.816. According to the I/O placement log, the pin count is 23. The most common logic cells in the final layout are 28 x sky130_fd_sc_hd__dfxtp_1, 27 x sky130_fd_sc_hd__nand2_1, 25 x sky130_fd_sc_hd__nor2_1. For this configuration, the core starts out at a cell density of 0.310.

The area of the mapped netlist is 3040 um2. Between clock sinks in the finished design, the worst skew comes to 0.00644 ns. The floorplan core area is 9820 um2.

The startpoint of the worst-slack reg-to-reg timing path is num1[0]$_DFFE_PN0P_. The capturing element type of the critical path is a flop. The count of hold buffers inserted by post-cts repair is 0. Per the final layout report, the fraction of cells sized above drive strength 1 comes to 0.0912.

The synthesized area per cell is 8.92 um2. At the end of the flow the core is filled with cells to 0.359. In this run the tightest slew margin relative to its limit is 0.585. The design draws 0.00232 W.

The count of unclocked register or latch pins is 15. The critical-path maximum fanout is 8. The die area is 10,500 um2. The final hold violation count recorded for this run is 0. The estimated wirelength of the detail-placed design is 4.52 mm.

The x dimension of the die is roughly 100 um. The setup path with the least slack is of type reg2reg. TritonCTS built the clock tree. The commonest register cell after synthesis is sky130_fd_sc_hd__dfxtp_1. The detailed router placed 2,394 vias in this run.

Warnings reported by Yosys during synthesis add up to 5. The flow reports an fmax of 433 MHz. The global-route wire length before repair is a little over 10 mm.

The critical path data arrival time is 2.47 ns. The post-detailed-placement cell area is 3390 um2. The distinct cell type count of the synthesized netlist is 64. For reference, the placement row count at floorplan is 36.

The area of the synthesized netlist per yosys stat is between 3000 and 4000 um2. Summed over all layers, the global routing overflow is 0. The count of library flops with an enable pin is 4. The filler-free cell count of the finished design is 495. Between the synthesized netlist and the finished layout, the area growth was recorded as 16.0%. The number of failing setup endpoints in the final timing report is 0.

The final design instance area without fill is 3530 um2. The die is 103 um tall. STA lists the startpoint of the worst hold path as div_1.clk_cnt[0]$_DFF_P_. In the synthesized netlist the async set-or-reset flop fraction comes to 0.333. Yosys stat counts approximately 340 cells in the synthesized netlist. CTS reports a maximum clock tree buffer depth of 2. The initial antenna violation count is 0. The sequential cell area fraction in the yosys report is 0.356. The peak supply drop is about 260 uV. Note that the worst hold path type here is reg2reg.

Per the CTS log, the maximum H-tree level is 2. Before antenna repair, the detailed router went through 4 iterations. Per the CTS log, the root buffer master is sky130_fd_sc_hd__clkbuf_8. The aggregate global-route resource usage is 0.123. Tracing the worst setup path back leads to its startpoint at num1[0]$_DFFE_PN0P_. For this design the ratio of total power to cell area is 658 nW/um2. The most common logic cell in the final layout is sky130_fd_sc_hd__dfxtp_1. The clock latency reported for the late side of the worst-skew pair is 0.28 ns. The leakage power is 1.40 nW. The final antenna diode tally reported by the flow is 0.
## critical path, cell delays in order, from the launching register on
cell	delay, ns
sky130_fd_sc_hd__dfrtp_1	0.47
sky130_fd_sc_hd__inv_1	0.12
sky130_fd_sc_hd__ha_1	0.23
sky130_fd_sc_hd__nor3b_4	0.26
sky130_fd_sc_hd__o221ai_1	0.21
sky130_fd_sc_hd__a2111oi_4	0.36
sky130_fd_sc_hd__nand3_2	0.23
sky130_fd_sc_hd__a311oi_1	0.25
sky130_fd_sc_hd__a21oi_1	0.06
## worst paths after layout
path | slack [ns] | depth (start not counted) | end
max | 0.19 | 8 | num4[1]$_DFFE_PN0P_
min | 0.45 | 1 | div_1.clk_cnt[0]$_DFF_P_
max reg2reg | 0.19 | 8 | num4[1]$_DFFE_PN0P_
min reg2reg | 0.45 | 1 | div_1.clk_cnt[0]$_DFF_P_
max in group asynchronous | 1.77 | 2 | num2[1]$_DFFE_PN0P_
min in group asynchronous | 0.53 | 2 | num3[3]$_DFFE_PN0P_
## area by class of cell
class                   instances  area, um2
clock inverters                 2       15.0
well taps                     133        166
fillers                       987       6290
multi-input cells             257       1820
repair buffers                 30        278
flip-flops and latches         48       1080
clock buffers                   6       93.8
inverters                      19       71.3
## synth_stat cells (5+ instances only)
| cell type | instances | area share |
|---|---|---|
| sky130_fd_sc_hd__nand2_1 | 28 | 0.035 |
| sky130_fd_sc_hd__and3_1 | 5 | 0.010 |
| sky130_fd_sc_hd__nand3b_1 | 9 | 0.022 |
| sky130_fd_sc_hd__clkbuf_1 | 11 | 0.014 |
| sky130_fd_sc_hd__inv_1 | 18 | 0.022 |
| sky130_fd_sc_hd__dfrtp_1 | 16 | 0.13 |
| sky130_fd_sc_hd__xnor2_1 | 16 | 0.046 |
| sky130_fd_sc_hd__nor3_1 | 5 | 0.0082 |
| sky130_fd_sc_hd__ha_1 | 22 | 0.091 |
| sky130_fd_sc_hd__nor2_1 | 25 | 0.031 |
| sky130_fd_sc_hd__a21oi_1 | 23 | 0.038 |
| sky130_fd_sc_hd__o31ai_1 | 9 | 0.022 |
| sky130_fd_sc_hd__nand2b_1 | 15 | 0.031 |
| sky130_fd_sc_hd__dfxtp_1 | 28 | 0.18 |
| sky130_fd_sc_hd__nand3_1 | 14 | 0.023 |
| sky130_fd_sc_hd__o21ai_0 | 18 | 0.030 |
## per-stage QoR
stage	hold WS (ns)	setup slack (ns)
6_report	0.449	0.192
5_1_grt	0.466	0.00534
4_1_cts	0.451	0.130
3_5_place_dp	0.431	0.0251
3_3_place_gp	0.432	0.0706
2_1_floorplan	0.204	0.461
## flip-flops by register name (all words and copies together), names as in the netlist
register	count
seg0	7
dtsm1.d1_wx	4
dtsm1.d_tmp_num	4
num3	4
num4	4
num1	4
div_1.clk_cnt	17
num2	4
## power by group
part | switching [W] | internal [W]
sequential | 0.000241 | 0.000650
combinational | 0.000536 | 0.000424
clock | 0.000211 | 0.000259
total | 0.000988 | 0.00133
## routing by layer
metal	global-route usage	part of all wire	up-vias	wire, um
li1	-	-	1252	-
met1	0.182	0.51	1108	3040
met2	0.204	0.46	32	2760
met3	0.0165	0.029	2	177
met4	0.0121	0.0060	0	36
met5	0	0	-	0
## repair_timing
item / 4_1_cts / 5_1_grt
setup buffers: 0 / 1
resized: 0 / 4
endpoints found under the setup margin: 0 / 6
## cells by family (layout without fill, tap and decap cells)
| logic type | after synthesis | in the layout | synth area share |
|---|---|---|---|
| DFF | 48 | 48 | 0.356 |
| AOI/OAI and AO/OA | 89 | 89 | 0.202 |
| other | 1 | 1 | 0.00123 |
| muxes | 6 | 6 | 0.0259 |
| adders and majority gates | 22 | 22 | 0.0905 |
| and+or+nand+nor | 121 | 121 | 0.221 |
| xor gates and xnor gates | 18 | 18 | 0.0519 |
| buffers and inverters | 36 | 57 | 0.0523 |
Power is estimated from default activity; no workload was simulated.
